==> flow/design.v <==
module pc #(
    parameter REG_WIDTH = 9,
    parameter START_ADDR = 9'd0,
    parameter INSTRUCTION_OFFSET = 4    
)
(
    input logic clk,
    input logic reset,
    input logic [REG_WIDTH - 1:0] branch_target,
    input logic branch_taken,
    output logic [REG_WIDTH - 1:0] next_instruction_addr
);
    logic [REG_WIDTH - 1:0] pc_reg;
    always_ff @(posedge clk) begin
        if (reset) begin
            pc_reg <= START_ADDR;
        end else if (branch_taken) begin
            pc_reg <= branch_target;
        end else begin
            pc_reg <= pc_reg + INSTRUCTION_OFFSET;
        end
    end
    assign next_instruction_addr = pc_reg;
endmodule
==> flow/run.sh <==
#!/bin/bash
# OpenROAD 26Q1-2900-gdf79404cd8, Yosys 0.63+post, stock flow scripts
make -C /OpenROAD-flow-scripts/flow DESIGN_CONFIG=/design/flow/config.mk WORK_HOME=/design/flow/orfs finish
==> flow/config.mk <==
export PLATFORM = sky130hd
export DESIGN_NAME = pc
export DESIGN_NICKNAME = pc
export VERILOG_FILES = /design/flow/design.v
export SDC_FILE = /design/flow/constraint.sdc
export NUM_CORES = 4
export LEC_CHECK = 1
export CORE_AREA = 10 10 70 70
export DIE_AREA = 0 0 80 80
==> flow/constraint.sdc <==
current_design pc

set clk_period 1.4
set clk_io_pct 0.2

create_clock -name clk0 -period $clk_period [get_ports {clk}]

set non_clock_inputs [all_inputs -no_clocks]
set_input_delay [expr $clk_period * $clk_io_pct] -clock clk0 $non_clock_inputs
set_output_delay [expr $clk_period * $clk_io_pct] -clock clk0 [all_outputs]
==> out/metrics.cfg <==
[synthesis]
ys_ff = 9
synth_cells = 44
netlist_top_cells_count = dfxtp_1, nor2_1, nand2_1
syn_avg_cell_area_sq_um = 8.76
yosysSeqAreaShare_pct = 46.8
synthArstFlopShare_pct = 0
synthTopCellsByArea = dfxtp_1, nor2_1, mux2i_1
top_cell_area_share_pct = 46.8
synth_cell_type_count = 15
syn_area_sq_um = 385
flop_cell = dfxtp_1
top_area_cell = dfxtp_1
yosys_warnings = 1
synth-area-yosys_sq_um = 385
yosysCellCount = 44
edf_count = 0

[layout]
largest_reg_flops = 9
fillCellCount = 385
fin_cells = 116
drive_gt1_share_pct = 20.0
syn_to_final_growth_pct = 84.7

[setup_path]
cp.buffers_inverters = 1
worstSetupPathType = reg2out
reg2reg_depth = 4
cp_cell_sequence = clkdlybuf4s50_1
start_kind = flop
crit_required_ps = 1120
critical_path.top_delay_family = buffers and inverters
slowest_stage = clkdlybuf4s50_1
path_depth = 1
crit_arrival_ps = 1080
crit_path_end = next_instruction_addr[5]
path_max_fanout = 4
r2r_end = pc_reg[8]
crit_start = pc_reg[5]
worst_path_largest_cell_delay_ps = 470
timing.rr.start = pc_reg[2]
cp-end-kind = output port
rrSetupSlack_ps = 120

[sta]
skew_ps = 0.170
holdWs_ps = 495
tightest_slew_ps = 328
relSlewSlack_pct = 78.0
fmax_ghz = 0.736
finalSetupViolCount = 0
finalCriticalPeriod_ps = 1360
tns_ps = 0
worst_slack_ps = 40.4
rsz0062_at_grt = false
slew_violations = 0
timing.final.crit_share_pct = 97.1
hold_viol_final = 0

[global_route]
grt_max_degree = 10
grt_usage_pct = 3.81
antenna_found_initial = 0
grt_pass1_wl_um = 1900
grt_pass1_vias = 397
overflow = 0

[routing]
wl_per_cell_um = 10.0
diodes = 0
wirelength_um = 1160
drt_pass1_iterations = 3
vias_per_cell = 3.47
drc = 0
drt_iter0_drc = 14
vias = 402
ant_nets = 0

[placement]
dp_cells = 111
post-place-ws_ps = 40.1
gp_congestion = 0.706
dp_hpwl_um = 989
portBuffers = 20

[floorplanning]
coreArea_sq_um = 3420
fp.dieH_um = 80
chip_area_sq_um = 6400
num_rows = 21
io_pins = 21
fp.dieW_um = 80
initial_core_util_pct = 11.3

[pwr]
power-per-cell-area_nw_per_um2 = 833
switching_share_pct = 21.7
irDropWorstVdd_mv = 0.386
power.share.clock_pct = 31.5
p_sw_w = 0.000129
power_w = 0.000593
p_leak_nw = 0.296
p_seq_share_pct = 48.9
internal_power_w = 0.000464
power_frac_comb_pct = 19.6

[flow_run]
tool_warnings = 25
maxCapViolations = 0

[hold_path]
hold_path.class = reg2reg

[clock_tree]
clkTransAtPathRegs_ps = 50
cts-buffers-inserted = 3
cts_tree = yes
h-tree-depth = 1
cts-root-buf = clkbuf_4
clock.latency.late_pin_ps = 250
cts_buffer_depth = 2
cts_sinks = 9
ctsHoldBuffers = 0

[status]
outcome = finished clean

layout make-up:
cell class                 count  area, sq um  share of cell area (%)
sequential                     9          194                    27.2
inverter                       1         3.75                   0.527
clock buffer                   4         26.3                    3.69
multi-input combinational     32          193                    27.1
tap                           46         57.6                    8.08
timing repair buffer          24          238                    33.4
metal layers:
metal | track usage [%] | routed length (um)
met1 | 4.76 | 532
met2 | 5.06 | 456
met3 | 3.30 | 173
met4 | 0.176 | 0
met5 | 0 | 0
what timing repair did:
item	4_1_cts	5_1_grt
endpoints found under the setup margin	5	6
hold endpoints to repair	0	0
buffers inserted	0	1
pin swaps	0	0
gates resized	7	6
cells by family after synthesis:
group / count (synthesis) / share of synthesized area [%]
xor+xnor: 3 / 6.82
simple gates: 17 / 18.5
fa+ha+maj: 1 / 3.25
compound gates: 8 / 13.6
flops: 9 / 46.8
buf+inv: 3 / 3.24
mux: 3 / 7.79
through the flow:
step	utilization, %	instance area, sq um
floorplan	-	385
global placement	19.2	657
detailed placement	19.2	657
CTS	20.3	692
global route	20.8	712
finish	20.8	712
worst min-delay path by stage:
stage / from / end / slack [ps] / cells after the start
6_report: pc_reg[0] / pc_reg[0] / 490 / 2
5_1_grt: pc_reg[1] / pc_reg[1] / 540 / 2
4_1_cts: pc_reg[0] / pc_reg[0] / 500 / 2
cells in the final DEF (no fill, tap or decap):
cell	netlist	layout
a211oi_1	2	2
a21oi_1	2	2
a311oi_1	2	2
buf_4	0	3
buf_6	0	1
clkbuf_1	0	1
clkbuf_4	0	3
clkdlybuf4s50_1	0	17
clkinv_1	1	1
dfxtp_1	9	2
dfxtp_2	0	5
dfxtp_4	0	2
dlygate4sd2_1	0	1
dlymetal6s2s_1	0	2
ha_1	1	1
mux2i_1	3	3
nand2_1	4	4
nand3_1	2	2
nor2_1	9	9
o21ai_0	2	2
or3_1	2	2
xor2_1	3	3
power by group through the flow:
stage	sequential [W]	combinational, W	clock [W]
CTS	0.000293	0.000116	0.000194
global route	0.000292	0.000131	0.000212
finish	0.000290	0.000116	0.000187
Power figures rest on the tool's default switching activity, not on a simulated workload.
